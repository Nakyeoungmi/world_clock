--- flow/run.sh ---
#!/bin/bash
# OpenROAD 26Q1-2900-gdf79404cd8, Yosys 0.63+post, stock flow scripts
make -C /OpenROAD-flow-scripts/flow DESIGN_CONFIG=/design/flow/config.mk WORK_HOME=/design/flow/orfs finish
--- flow/config.mk ---
export PLATFORM = sky130hd
export DESIGN_NAME = world_clock_top
export DESIGN_NICKNAME = world_clock_top
export VERILOG_FILES = /design/flow/design.v
export SDC_FILE = /design/flow/constraint.sdc
export NUM_CORES = 4
export LEC_CHECK = 1
export CORE_UTILIZATION = 30
--- flow/constraint.sdc ---
current_design world_clock_top

set clk_period 5.2
set clk_io_pct 0.2

create_clock -name clk0 -period $clk_period [get_ports {clk}]

set non_clock_inputs [all_inputs -no_clocks]
set_input_delay [expr $clk_period * $clk_io_pct] -clock clk0 $non_clock_inputs
set_output_delay [expr $clk_period * $clk_io_pct] -clock clk0 [all_outputs]
--- flow/design.v ---
`timescale 1ns / 1ps
module oneshot_universal #(
    parameter WIDTH = 1         
)(
    input  wire                clk,
    input  wire                rst,         
    input  wire [WIDTH-1:0]    btn,         
    output reg  [WIDTH-1:0]    btn_trig     
);
    reg [WIDTH-1:0] btn_reg;   
    always @(posedge clk or negedge rst) begin
        if (!rst) begin
            btn_reg  <= {WIDTH{1'b0}};
            btn_trig <= {WIDTH{1'b0}};
        end
        else begin
            btn_trig <= btn & ~btn_reg;  
            btn_reg  <= btn;             
        end
    end
endmodule
`timescale 1us / 1ns
module piezo_chime(
    input        clk,      
    input        rst,     
    input  [7:0] btn,            
    input        hour_chime_trig,  
    output reg   piezo          
);
    localparam integer C_LO = 3830; 
    localparam integer D     = 3400; 
    localparam integer E     = 3038; 
    localparam integer F     = 2864; 
    localparam integer G     = 2550; 
    localparam integer A     = 2272; 
    localparam integer B     = 2028; 
    localparam integer C_HI  = 1912; 
    reg [15:0] cnt;
    reg [15:0] cnt_limit; 
    reg [2:0] chime_state;
    reg [15:0] chime_cnt;
    reg chime_mode;   
    always @(*) begin
        if (chime_mode) begin
            cnt_limit = C_LO;  
        end else begin
            casex (btn)
                8'b1xxxxxxx: cnt_limit = C_HI;
                8'b01xxxxxx: cnt_limit = B;    
                8'b001xxxxx: cnt_limit = A;   
                8'b0001xxxx: cnt_limit = G;   
                8'b00001xxx: cnt_limit = F;    
                8'b000001xx: cnt_limit = E;   
                8'b0000001x: cnt_limit = D;    
                8'b00000001: cnt_limit = C_LO;
                default: cnt_limit = 16'd0;
            endcase
        end
    end
    always @(posedge clk or posedge rst) begin
        if (rst) begin
            cnt   <= 16'd0;
            piezo <= 1'b0;
        end else if (cnt_limit == 16'd0) begin
            cnt   <= 16'd0;
            piezo <= 1'b0;
        end else begin
            if (cnt >= (cnt_limit >> 1) - 1) begin 
                cnt   <= 16'd0;
                piezo <= ~piezo;
            end else begin
                cnt <= cnt + 16'd1;
            end
        end
    end
    always @(posedge clk or posedge rst) begin
        if (rst) begin
            chime_mode  <= 1'b0;
            chime_state <= 3'd0;
            chime_cnt   <= 16'd0;
        end 
        else begin
            if (hour_chime_trig && !chime_mode) begin
                chime_mode  <= 1'b1;  
                chime_state <= 3'd1;
                chime_cnt   <= 16'd0;
            end
            if (chime_mode) begin
                chime_cnt <= chime_cnt + 1;
                case (chime_state)
                    3'd1: if (chime_cnt > 100000) begin chime_cnt<=0; chime_state<=3'd2; end  
                    3'd2: if (chime_cnt > 50000 ) begin chime_cnt<=0; chime_state<=3'd3; end  
                    3'd3: if (chime_cnt > 100000) begin chime_cnt<=0; chime_state<=3'd4; end  
                    3'd4: if (chime_cnt > 50000 ) begin chime_mode<=0; chime_state<=0; end    
                endcase
            end
        end
    end
endmodule
`timescale 1ns / 1ps
module seg_decoder(
    input  [3:0] bcd,
    output reg [7:0] seg_data    
);
    always @(*) begin
        case (bcd)
            4'd0: seg_data = 8'b00111111;  
            4'd1: seg_data = 8'b00000110;  
            4'd2: seg_data = 8'b01011011;  
            4'd3: seg_data = 8'b01001111;  
            4'd4: seg_data = 8'b01100110;  
            4'd5: seg_data = 8'b01101101;  
            4'd6: seg_data = 8'b01111101;  
            4'd7: seg_data = 8'b00000111;  
            4'd8: seg_data = 8'b01111111;  
            4'd9: seg_data = 8'b01101111;  
            4'hA: seg_data = 8'b01110111;  
            4'hB: seg_data = 8'b01111100;  
            4'hC: seg_data = 8'b00111001;  
            4'hD: seg_data = 8'b01011110;  
            4'hE: seg_data = 8'b01111001;  
            4'hF: seg_data = 8'b01110001;  
            default: seg_data = 8'b11111111;  
        endcase
    end
endmodule
`timescale 1ns / 1ps
module text_LCD_basic(
    input rst, clk,
    input [2:0] world_sel,
    output LCD_E,
    output reg LCD_RS,
    output reg LCD_RW,
    output reg [7:0] LCD_DATA,
    output reg [7:0] LED_out
);
assign LCD_E = clk;
reg [2:0] state;
integer cnt;
parameter DELAY        = 3'b000,
          FUNCTION_SET = 3'b001,
          ENTRY_MODE   = 3'b010,
          DISP_ONOFF   = 3'b011,
          LINE1        = 3'b100,
          LINE2        = 3'b101,
          DELAY_T      = 3'b110,
          CLEAR_DISP   = 3'b111;
always @(posedge clk or negedge rst) begin
    if (!rst) begin
        state   <= DELAY;
        cnt     <= 0;
        LED_out <= 8'b0000_0000;
    end 
    else begin
        case (state)
            DELAY: begin
                LED_out <= 8'b1000_0000;
                if (cnt >= 70) begin
                    cnt <= 0;
                    state <= FUNCTION_SET;
                end else cnt <= cnt + 1;
            end
            FUNCTION_SET: begin
                LED_out <= 8'b0100_0000;
                if (cnt >= 30) begin
                    cnt <= 0;
                    state <= DISP_ONOFF;
                end else cnt <= cnt + 1;
            end
            DISP_ONOFF: begin
                LED_out <= 8'b0010_0000;
                if (cnt >= 30) begin
                    cnt <= 0;
                    state <= ENTRY_MODE;
                end else cnt <= cnt + 1;
            end
            ENTRY_MODE: begin
                LED_out <= 8'b0001_0000;
                if (cnt >= 30) begin
                    cnt <= 0;
                    state <= LINE1;
                end else cnt <= cnt + 1;
            end
            LINE1: begin
                LED_out <= 8'b0000_1000;
                if (cnt >= 17) begin
                    cnt <= 0;
                    state <= LINE2;
                end else cnt <= cnt + 1;
            end
            LINE2: begin
                LED_out <= 8'b0000_0100;
                if (cnt >= 17) begin
                    cnt <= 0;
                    state <= DELAY_T;
                end else cnt <= cnt + 1;
            end
            DELAY_T: begin
                LED_out <= 8'b0000_0010;
                if (cnt >= 5) begin
                    cnt <= 0;
                    state <= CLEAR_DISP;
                end else cnt <= cnt + 1;
            end
            CLEAR_DISP: begin
                LED_out <= 8'b0000_0001;
                if (cnt >= 5) begin
                    cnt <= 0;
                    state <= LINE1;
                end else cnt <= cnt + 1;
            end
        endcase
    end
end
always @(posedge clk or negedge rst) begin
    if (!rst) begin
        LCD_RS   <= 1'b1;
        LCD_RW   <= 1'b1;
        LCD_DATA <= 8'h00;
    end else begin
        case (state)
            FUNCTION_SET :  begin LCD_RS<=0; LCD_RW<=0; LCD_DATA <= 8'h38; end
            DISP_ONOFF   :  begin LCD_RS<=0; LCD_RW<=0; LCD_DATA <= 8'h0C; end
            ENTRY_MODE   :  begin LCD_RS<=0; LCD_RW<=0; LCD_DATA <= 8'h06; end
            LINE1: begin
                LCD_RS <= (cnt==0)?0:1;
                LCD_RW <= 0;
                case (world_sel)
                    3'd0: case(cnt)
                        0: LCD_DATA<=8'h80;
                        5: LCD_DATA<="S";
                        6: LCD_DATA<="E";
                        7: LCD_DATA<="O";
                        8: LCD_DATA<="U";
                        9: LCD_DATA<="L";
                        default: LCD_DATA<=" ";
                    endcase
                    3'd1: case(cnt)
                        0: LCD_DATA<=8'h80;
                        5: LCD_DATA<="T";
                        6: LCD_DATA<="O";
                        7: LCD_DATA<="K";
                        8: LCD_DATA<="Y";
                        9: LCD_DATA<="O";
                        default: LCD_DATA<=" ";
                    endcase
                    3'd2: case(cnt)
                        0: LCD_DATA<=8'h80;
                        4: LCD_DATA<="B";
                        5: LCD_DATA<="E";
                        6: LCD_DATA<="I";
                        7: LCD_DATA<="J";
                        8: LCD_DATA<="I";
                        9: LCD_DATA<="N";
                        10:LCD_DATA<="G";
                        default: LCD_DATA<=" ";
                    endcase
                    3'd3: case(cnt)
                        0: LCD_DATA<=8'h80;
                        5: LCD_DATA<="L";
                        6: LCD_DATA<="O";
                        7: LCD_DATA<="N";
                        8: LCD_DATA<="D";
                        9: LCD_DATA<="O";
                        10:LCD_DATA<="N";
                        default: LCD_DATA<=" ";
                    endcase
                    3'd4: case(cnt)
                        0: LCD_DATA<=8'h80;
                        4: LCD_DATA<="N";
                        5: LCD_DATA<="E";
                        6: LCD_DATA<="W";
                        7: LCD_DATA<=" ";
                        8: LCD_DATA<="Y";
                        9: LCD_DATA<="O";
                        10:LCD_DATA<="R";
                        11:LCD_DATA<="K";
                        default: LCD_DATA<=" ";
                    endcase
                endcase
            end
            LINE2: begin
                LCD_RS <= (cnt==0)?0:1;
                LCD_RW <= 0;
                case (world_sel)
                    3'd0: case(cnt)
                        0: LCD_DATA<=8'hC0;
                        5: LCD_DATA<="K";
                        6: LCD_DATA<="O";
                        7: LCD_DATA<="R";
                        8: LCD_DATA<="E";
                        9: LCD_DATA<="A";
                        default: LCD_DATA<=" ";
                    endcase
                    3'd1: case(cnt)
                        0: LCD_DATA<=8'hC0;
                        5: LCD_DATA<="J";
                        6: LCD_DATA<="A";
                        7: LCD_DATA<="P";
                        8: LCD_DATA<="A";
                        9: LCD_DATA<="N";
                        default: LCD_DATA<=" ";
                    endcase
                    3'd2: case(cnt)
                        0: LCD_DATA<=8'hC0;
                        5: LCD_DATA<="C";
                        6: LCD_DATA<="H";
                        7: LCD_DATA<="I";
                        8: LCD_DATA<="N";
                        9: LCD_DATA<="A";
                        default: LCD_DATA<=" ";
                    endcase
                    3'd3: case(cnt)
                        0: LCD_DATA<=8'hC0;
                        5: LCD_DATA<="U";
                        6: LCD_DATA<=".";
                        7: LCD_DATA<="K";
                        8: LCD_DATA<=".";
                        default: LCD_DATA<=" ";
                    endcase
                    3'd4: case(cnt)
                        0: LCD_DATA<=8'hC0;
                        5: LCD_DATA<="U";
                        6: LCD_DATA<=".";
                        7: LCD_DATA<="S";
                        8: LCD_DATA<=".";
                        9: LCD_DATA<="A";
                        default: LCD_DATA<=" ";
                    endcase
                endcase
            end
            DELAY_T:   begin LCD_RS<=0; LCD_RW<=0; LCD_DATA<=8'h02; end
            CLEAR_DISP:begin LCD_RS<=0; LCD_RW<=0; LCD_DATA<=8'h01; end
        endcase
    end
end
endmodule
module watch(
    input clk,
    input rst,                  
    input btn_mode_trig,
    input btn_up_trig,
    input btn_down_trig,
    input btn_1224_trig,
    input btn_world_trig,
    output [7:0] seg_data,
    output [7:0] seg_com,
    output ampm_led,
    output reg [2:0] world,
    output hour_chime_trig      
);
    reg [9:0] h_cnt;
    reg tick_1s, blink_1s;
    reg [5:0] sec, min;
    reg [4:0] hour_24;
    reg [1:0] set_mode;
    reg is_24h;
    reg [4:0] local_hour24;
    reg [4:0] disp_hour;
    wire is_pm;
    reg [3:0] h_ten, h_one;
    reg [3:0] m_ten, m_one;
    reg [3:0] s_ten, s_one;
    wire [7:0] seg_h_ten, seg_h_one;
    wire [7:0] seg_m_ten, seg_m_one;
    wire [7:0] seg_s_ten, seg_s_one;
    reg [2:0] mux_cnt;
    reg [7:0] seg_data_r, seg_com_r;
    assign seg_data = seg_data_r;
    assign seg_com  = seg_com_r;
    assign is_pm    = (local_hour24 >= 5'd12);
    assign ampm_led = is_pm ? blink_1s : 1'b1;
    seg_decoder U0(h_ten, seg_h_ten);
    seg_decoder U1(h_one, seg_h_one);
    seg_decoder U2(m_ten, seg_m_ten);
    seg_decoder U3(m_one, seg_m_one);
    seg_decoder U4(s_ten, seg_s_ten);
    seg_decoder U5(s_one, seg_s_one);
    always @(posedge clk or negedge rst) begin
        if (!rst) begin
            h_cnt    <= 0; 
            blink_1s <= 0; 
            tick_1s  <= 0;
        end else begin
            if (h_cnt >= 999) begin
                h_cnt    <= 0;
                blink_1s <= ~blink_1s;
                tick_1s  <= 1;
            end else begin
                h_cnt    <= h_cnt + 1;
                tick_1s  <= 0;
            end
        end
    end
    always @(posedge clk or negedge rst) begin
        if (!rst) set_mode <= 0;
        else if (btn_mode_trig) set_mode <= (set_mode==3)?0:set_mode+1;
    end
    always @(posedge clk or negedge rst) begin
        if (!rst) begin 
            sec <= 0; 
            min <= 0; 
            hour_24 <= 0; 
        end else begin
            if (set_mode == 0) begin
                if (tick_1s) begin
                    if (sec == 59) begin sec <= 0;
                        if (min == 59) begin min <= 0;
                            hour_24 <= (hour_24==23)?0:hour_24+1;
                        end else min <= min+1;
                    end else sec <= sec+1;
                end
            end
            case(set_mode)
                1: begin
                    if (btn_up_trig)   hour_24 <= (hour_24==23)?0:hour_24+1;
                    if (btn_down_trig) hour_24 <= (hour_24==0)?23:hour_24-1;
                end
                2: begin
                    if (btn_up_trig)   min <= (min==59)?0:min+1;
                    if (btn_down_trig) min <= (min==0)?59:min-1;
                end
                3: begin
                    if (btn_up_trig)   sec <= (sec==59)?0:sec+1;
                    if (btn_down_trig) sec <= (sec==0)?59:sec-1;
                end
            endcase
        end
    end
    always @(posedge clk or negedge rst) begin
        if (!rst) is_24h <= 1;
        else if (btn_1224_trig) is_24h <= ~is_24h;
    end
    always @(posedge clk or negedge rst) begin
        if (!rst) world <= 0;
        else if (btn_world_trig) world <= (world==4)?0:world+1;
    end
    always @(*) begin
        case(world)
            0,1: local_hour24 = hour_24;                                   
            2:   local_hour24 = (hour_24==0)?23:hour_24-1;                
            3:   local_hour24 = (hour_24>=9)?hour_24-9:hour_24+15;        
            4:   local_hour24 = (hour_24>=14)?hour_24-14:hour_24+10;      
        endcase
    end
    always @(*) begin
        if (is_24h) disp_hour = local_hour24;
        else begin
            if (local_hour24 == 0) disp_hour = 12;
            else if (local_hour24 > 12) disp_hour = local_hour24 - 12;
            else disp_hour = local_hour24;
        end
    end
    always @(*) begin
        h_ten = disp_hour / 10; h_one = disp_hour % 10;
        m_ten = min / 10;       m_one = min % 10;
        s_ten = sec / 10;       s_one = sec % 10;
    end
    always @(posedge clk or negedge rst) begin
        if (!rst) mux_cnt <= 0;
        else mux_cnt <= mux_cnt + 1;
    end
    always @(posedge clk or negedge rst) begin
        if (!rst) begin 
            seg_com_r  <= 8'hFF; 
            seg_data_r <= 0; 
        end else begin
            case(mux_cnt)
                3'd0: begin seg_com_r <= 8'b1111_0111; seg_data_r <= seg_h_ten; end
                3'd1: begin seg_com_r <= 8'b1111_1011; seg_data_r <= seg_h_one; end
                3'd2: begin seg_com_r <= 8'b1111_1101; seg_data_r <= seg_m_ten; end
                3'd3: begin seg_com_r <= 8'b1111_1110; seg_data_r <= seg_m_one; end
                3'd4: begin seg_com_r <= 8'b1110_1111; seg_data_r <= seg_s_ten; end
                3'd5: begin seg_com_r <= 8'b1101_1111; seg_data_r <= seg_s_one; end
            endcase
        end
    end
    assign hour_chime_trig = (min == 0 && sec == 0 && tick_1s);
endmodule
`timescale 1ns / 1ps
module world_clock_top(
    input clk,
    input rst,             
    input btn_mode,        
    input btn_up,          
    input btn_down,        
    input btn_1224,        
    input btn_world,       
    output [7:0] seg_data,
    output [7:0] seg_com,
    output ampm_led,
    output LCD_E,
    output LCD_RS,
    output LCD_RW,
    output [7:0] LCD_DATA,
    output piezo           
);
    wire [4:0] btn_vec;
    wire [4:0] btn_trig;
    assign btn_vec = {btn_world, btn_1224, btn_down, btn_up, btn_mode};
    oneshot_universal #(.WIDTH(5)) U_OS(
        .clk(clk),
        .rst(rst),
        .btn(btn_vec),
        .btn_trig(btn_trig)
    );
    wire btn_mode_trig  = btn_trig[0];
    wire btn_up_trig    = btn_trig[1];
    wire btn_down_trig  = btn_trig[2];
    wire btn_1224_trig  = btn_trig[3];
    wire btn_world_trig = btn_trig[4];
    wire [2:0] world_sel;
    wire hour_chime_trig;      
    watch U_WATCH(
        .clk(clk),
        .rst(rst),
        .btn_mode_trig(btn_mode_trig),
        .btn_up_trig(btn_up_trig),
        .btn_down_trig(btn_down_trig),
        .btn_1224_trig(btn_1224_trig),
        .btn_world_trig(btn_world_trig),
        .seg_data(seg_data),
        .seg_com(seg_com),
        .ampm_led(ampm_led),
        .world(world_sel),
        .hour_chime_trig(hour_chime_trig)   
    );
    text_LCD_basic U_LCD(
        .rst(rst),
        .clk(clk),
        .world_sel(world_sel),
        .LCD_E(LCD_E),
        .LCD_RS(LCD_RS),
        .LCD_RW(LCD_RW),
        .LCD_DATA(LCD_DATA),
        .LED_out()
    );
    piezo_chime U_PIEZO(
        .clk(clk),
        .rst(rst),
        .btn(8'b00000000),      
        .hour_chime_trig(hour_chime_trig),
        .piezo(piezo)
    );
endmodule
==> reports/metrics.yaml <==
status: "finished clean"
cellLeakagePower_nw: 5.471
hold_depth: 1
synth_area_sq_mm: 0.01165
finalSetupViolations: 0
gp_congestion: 0.9336
synth.avg_cell_area_sq_um: 8.039
setup_tns_ps: 0
reg_top3: "U_LCD.cnt: 32 flops, U_PIEZO.chime_cnt: 16 flops, U_PIEZO.cnt: 16 flops"
period_needed_ps: 4636
final.setup_skew_ps: 12.61
largest_reg_flops: 32
min-delay-start: "U_OS.btn_reg[2]"
cts_hold_buf: 0
cp-end-kind: "flop"
r2r_start: "U_WATCH.sec[4]"
synth_async_sr_flop_share: 0.9675
drv_cap: 0
viasPerCell: 5.250
coreArea_sq_mm: 0.03793
critical_path.most_common_cell: "inv_1"
cp_cell_sequence: "nor2_1, inv_1, ha_1, nand2b_1, o21ai_1, nand3_1, inv_1, xnor2_1, ha_1, inv_1, or3_1, o31a_1, a32oi_1, nand2_1, mux2i_1, a22o_1, a211oi_1, o22ai_1"
tool_warnings: 78
finalMaxSlewViolations: 0
crit_path_max_incr_delay_ps: 510
min_path_type: "flop to flop"
dp_hpwl_mm: 19.55
clk_latency_ps: 560
top_register: "U_LCD.cnt"
area_growth_pct: 12.19
portBuffers: 32
finalHoldViolations: 0
pin_count: 36
rr_endpoint: "U_WATCH.seg_data_r[6]"
path_class: "flop to flop"
overflow: 0
die-area_sq_mm: 0.03962
netlist_instances: 1449
ys_area_sq_mm: 0.01165
ys_seq_elements: 154
nFillCells: 3833
preCtsSetupSlack_ps: 606.2
cpMaxStageDelayCell: "dfrtp_1"
num_antenna_cells: 0
fmax_ghz: 0.2157
ys_cells: 1449
grt_start_max_net_pins: 113
rsz0062_at_grt: "false"
wirelength_mm: 27.94
grt_pass1_vias: 9403
ff2ff_setup_slack_ps: 560
cts_resized: 0
vias: 10340
ff2ff_path_depth: 18
max-vdd-ir-drop_v: 0.0002801
fp_util: 0.3071
wire_per_inst_um: 14.19
drtIter0Drc: 704
cts_tree: "yes"
drive_gt1_frac: 0.06516
first_pass_iters: 5
rows: 71
critPathLaunch: "U_WATCH.sec[4]"
drc_errors: 0
edf_count: 0
yosys_most_used_dff: "dfrtp_1"
cp.arrival_ps: 5060
p_per_area_mw_per_mm2: 478.3
crit_required_ps: 5630
yosys_warnings: 5
fp.dieH_um: 199.1
grt_first_pass_wirelength_mm: 46.51
grtUsageTotal: 0.1450
dieWidth_um: 199.1
drtAntennaViolNets: 0
start_kind: "flop"
fin_crit_sh: 0.8915
path_clk_slew_ps: 70
timing.final.ws_setup_ps: 564.2
worst_pin_slew_ps: 793.1
timing.slew.headroom: 0.4702
antenna_found_initial: 0
synthDistinctLibCells: 95
min_delay_worst_endpoint: "U_OS.btn_trig[2]"
postCtsSetupRepairBufs: 0
path_max_fanout: 13
unclocked_regs: 5
untimed_endpoints: 5
==> through the flow <==
stage               cells  hold slack (ps)  utilization  total power, mW  instance area (sq um)
floorplan            1450            377.7            -            4.118                  11650
global route         1969            412.4       0.3445            6.759                  13070
detailed placement   1934            389.1       0.3264            4.832                  12380
global placement     1934            390.3       0.3264            4.839                  12380
CTS                  1969            394.9       0.3445            6.273                  13070
finish               1969            392.9       0.3445            6.251                  13070
==> power breakdown <==
part,switching [mW],internal [mW]
registers,0.298,1.31
clock network,0.631,0.767
logic,1.96,1.29
total,2.89,3.36
==> critical path: cells and delay by family, from the launching register on <==
family | cells | cell delay [ps]
AND-OR/OR-AND | 6 | 1230
XOR/XNOR | 1 | 100
adder cells (fa/ha/maj) | 2 | 560
buffers and inverters | 3 | 480
flip-flops | 1 | 510
multiplexers | 1 | 200
AND/OR/NAND/NOR | 5 | 1400
==> per-layer routing <==
layer,wire [um],track usage,vias to the layer above,share of wire
li1,-,-,5171,-
met3,1190,0.02256,38,0.043
met4,515,0.02536,0,0.018
met1,13650,0.2175,4883,0.49
met5,0,0,-,0
met2,12590,0.2264,246,0.45
==> cells in the final DEF, fill, tap and decap left out, types with 28 or more instances in the layout <==
cell | Yosys | final
nor2b_1 | 35 | 35
xor2_1 | 33 | 33
dfrtp_1 | 139 | 139
nor3_1 | 28 | 28
nor2_1 | 188 | 188
xnor2_1 | 28 | 28
a21oi_1 | 85 | 85
o21ai_0 | 125 | 125
inv_1 | 65 | 65
nand3_1 | 49 | 49
nand2_1 | 142 | 142
nand2b_1 | 28 | 28
ha_1 | 84 | 84
clkdlybuf4s50_1 | 0 | 31
==> cell usage after synthesis (7+ instances only) <==
| library cell | instances | share of area |
|---|---|---|
| xnor2_1 | 28 | 0.021 |
| nor4_1 | 12 | 0.0064 |
| inv_1 | 65 | 0.021 |
| mux2i_1 | 14 | 0.012 |
| and2_1 | 16 | 0.0086 |
| and3_1 | 27 | 0.015 |
| nand3_1 | 49 | 0.021 |
| o22ai_1 | 23 | 0.012 |
| dfstp_2 | 10 | 0.023 |
| nor2_1 | 188 | 0.061 |
| nor3_1 | 28 | 0.012 |
| nor2b_1 | 35 | 0.019 |
| clkbuf_1 | 47 | 0.015 |
| or3_1 | 9 | 0.0048 |
| a21oi_1 | 85 | 0.037 |
| o32ai_1 | 7 | 0.0053 |
| nand2b_1 | 28 | 0.015 |
| ha_1 | 84 | 0.090 |
| o211ai_1 | 15 | 0.0097 |
| a22oi_1 | 9 | 0.0058 |
| a31oi_1 | 17 | 0.0091 |
| buf_2 | 11 | 0.0047 |
| nand2_1 | 142 | 0.046 |
| a21o_1 | 8 | 0.0052 |
| xor2_1 | 33 | 0.025 |
| o31ai_1 | 9 | 0.0058 |
| a211oi_1 | 16 | 0.010 |
| nand4_1 | 17 | 0.0091 |
| o21ai_0 | 125 | 0.054 |
| dfrtp_1 | 139 | 0.30 |
==> how the worst max path moves through the flow <==
stage,endpoint,slack (ps)
5_1_grt,U_WATCH.seg_data_r[6],110
6_report,U_WATCH.seg_data_r[6],560
4_1_cts,U_WATCH.seg_data_r[6],550
==> cell families after synthesis <==
family,after synthesis,synth area share
xor gates and xnor gates,61,0.04587
DFF,149,0.3212
AOI/OAI and AO/OA,407,0.2261
buffers and inverters,136,0.04887
other,2,0.0006447
and+or+nand+nor,584,0.2416
muxes,21,0.01912
adders and majority gates,84,0.09023
latches,5,0.006445
==> final cells by class <==
type / count / area (sq um) / share of cell area
clock buffer: 21 / 510.5 / 0.03906
multi-input combinational: 1160 / 7267 / 0.5561
sequential: 154 / 3816 / 0.2920
inverter: 67 / 251.5 / 0.01924
clock inverter: 15 / 188.9 / 0.01446
tap: 511 / 639.4 / 0.04892
timing repair buffer: 41 / 395.4 / 0.03025
Power and IR drop assume default switching activity.
